`run.sh`:
```
#!/bin/bash
# OpenROAD 26Q1-2900-gdf79404cd8, Yosys 0.63+post, stock flow scripts
make -C /OpenROAD-flow-scripts/flow DESIGN_CONFIG=/design/flow/config.mk WORK_HOME=/design/flow/orfs finish
```
`config.mk`:
```
export PLATFORM = sky130hd
export DESIGN_NAME = stopwatch
export DESIGN_NICKNAME = stopwatch
export VERILOG_FILES = /design/flow/design.v
export SDC_FILE = /design/flow/constraint.sdc
export NUM_CORES = 4
export LEC_CHECK = 1
export CORE_AREA = 10 10 107 107
export DIE_AREA = 0 0 117 117
```
`constraint.sdc`:
```
current_design stopwatch

set clk_period 1.9
set clk_io_pct 0.2

create_clock -name clk0 -period $clk_period [get_ports {clk}]

set non_clock_inputs [all_inputs -no_clocks]
set_input_delay [expr $clk_period * $clk_io_pct] -clock clk0 $non_clock_inputs
set_output_delay [expr $clk_period * $clk_io_pct] -clock clk0 [all_outputs]
```
`design.v`:
```
`timescale 1ns / 1ps
module clock(
input clk,
input reset,
input enable,
input mode,
output [3:0] timer10ms,
output [3:0] timer100ms,
output [3:0] timer1sec,
output [3:0] timer10sec,
output [3:0] timer1min,
output [3:0] timer10min
    );
   wire timer0flag, timer1flag, timer2flag, timer3flag, timer4flag, timer5flag;  
   wire [3:0] hold10ms;
   wire [3:0] hold100ms;
   wire [3:0] hold1s;
   wire [3:0] hold10s;
   wire [3:0] hold1m;
   wire [3:0] hold10m;
   modninecount c0(clk, reset, enable, hold10ms, timer0flag);  
   modninecount c1(clk, reset, timer0flag, hold100ms, timer1flag);  
   modninecount c2(clk, reset, (timer0flag & timer1flag), hold1s, timer2flag);  
   modfivecount c3(clk, reset, (timer0flag & timer1flag & timer2flag), hold10s, timer3flag);  
   modninecount c4(clk, reset, (timer0flag & timer1flag & timer2flag & timer3flag), hold1m, timer4flag);  
   modfivecount c5(clk, reset, (timer0flag & timer1flag & timer2flag & timer3flag & timer4flag), hold10m, timer5flag);  
   modeselecter v0(hold10ms, mode, timer10ms);
   modeselecter v1(hold100ms, mode, timer100ms);
   modeselecter v2(hold1s, mode, timer1sec);
   modeselecter v3(hold10s, mode, timer10sec);
   modeselecter v4(hold1m, mode, timer1min);
   modeselecter v5(hold10m, mode, timer10min);
endmodule
`timescale 1ns / 1ps
module counter(
    input Load,
    input Count,
    input d0,
    input d1,
    input d2,
    input d3,
    input clk,
    input reset,
    output [3:0] q
    );
    wire LNC, d0L, d1L, d2L, d3L;
    wire d0in, d1in, d2in, d3in;
    wire LNCxq0, q0xq1, q1xq2, q2xq3;
    wire carry0, carry1  ;
    assign LNC = (~Load&Count);  
    dflipflop f0(d0in, clk, reset, q[0]);
    assign d0L = (d0&Load);  
    assign LNCxq0 = (LNC^(q[0]));  
    assign d0in = (d0L|LNCxq0);  
    assign carry0 = (LNC&(q[0]));  
    dflipflop f1(d1in, clk, reset, q[1]);
    assign d1L = (d1&Load);  
    assign q0xq1 = (carry0^(q[1]));  
    assign d1in = (d1L|q0xq1);  
    assign carry1 = (carry0&(q[1])); 
    dflipflop f3(d2in, clk, reset, q[2]);
    assign d2L = (d2&Load);  
    assign q1xq2 = (carry1^(q[2]));  
    assign d2in = (d2L|q1xq2);  
    assign carry2 = (carry1&(q[2])); 
    dflipflop f4(d3in, clk, reset, q[3]);
    assign d3L = (d3&Load);  
    assign q2xq3 = (carry2^(q[3]));  
    assign d3in = (d3L|q2xq3);  
endmodule
`timescale 1ns / 1ps
module dflipflop(
    input D,
    input clk,
    input reset,
    output reg q
    );
    always @(posedge clk or posedge reset)
    begin
        if (reset)
        begin
            q = 1'b0;  
        end
        else
        begin
            q=D; 
        end
    end 
endmodule
`timescale 1ns / 1ps
module modeselecter(
input [3:0] q,
input mode,
output [3:0] qout
    );
   assign qout[0] = (q[0]&mode);
   assign qout[1] = (q[1]&mode);
   assign qout[2] = (q[2]&mode);
   assign qout[3] = (q[3]&mode);
endmodule
`timescale 1ns / 1ps
module modfivecount(
    input clk,
    input reset,
    input enable,
    output [3:0] q,
    output flag
    );
    wire fiveout, unset;
    counter d0(0, enable, 0, 0, 0, 0, clk, unset, q);
    assign flag = ((q[0])&(q[2]));  
    assign fiveout = ((q[1])&(q[2]));  
    assign unset = (fiveout|reset);  
endmodule
`timescale 1ns / 1ps
module modninecount(
    input clk,
    input reset,
    input enable,
    output [3:0] q,
    output flag
    );
    wire nineout, unset;
    counter d0(0, enable, 0, 0, 0, 0, clk, unset, q);
    assign flag = ((q[3])&(q[0]));  
    assign nineout = ((q[3])&(q[1]));  
    assign unset = (nineout|reset);  
endmodule
`timescale 1ns / 1ps
module sevensegment(
input [3:0] ABCD,
output[6:0] abcdefg
    );
    wire A,B,C,D;
    assign A = ABCD[3];
    assign B = ABCD[2];
    assign C = ABCD[1];
    assign D = ABCD[0];
    assign abcdefg[0] = (C|A|(~B&~D)|B&D);
    assign abcdefg[1] = (~B|(C&D)|(~C&~D));
    assign abcdefg[2] = (~C|B|D);
    assign abcdefg[3] = ((~B&~D)|(~B&C)|(C&~D)|(B&~C&D));
    assign abcdefg[4] = ((~B&~D)|(C&~D));
    assign abcdefg[5] = (A|(B&~D)|(~C&~D)|(B&~C));
    assign abcdefg[6] = (A|(~B&C)|(B&~D)|(B&~C));
    endmodule
`timescale 1ns / 1ps
module stopwatch(
input clk,
input reset,
input enable,
input mode,
output [6:0] display10ms,
output [6:0] display100ms,
output [6:0] display1sec,
output [6:0] display10sec,
output [6:0] display1min,
output [6:0] display10min
    );
   wire [3:0] hold10ms;
   wire [3:0] hold100ms;
   wire [3:0] hold1s;
   wire [3:0] hold10s;
   wire [3:0] hold1m;
   wire [3:0] hold10m;
    clock c0(clk, reset, enable, mode, hold10ms, hold100ms, hold1s, hold10s, hold1m, hold10m);
    sevensegment o0(hold10ms, display10ms);
    sevensegment o1(hold100ms, display100ms);
    sevensegment o2(hold1s, display1sec);
    sevensegment o3(hold10s, display10sec);
    sevensegment o4(hold1m, display1min);
    sevensegment o5(hold10m, display10min);
endmodule
```
==> CHANGELOG.md <==
### Changed

* Outcome: complete, no violations
* CTS Hold Bufs at 0
* Vias at 1780
* Register clock-pin slew on the reported worst setup and hold paths at 0.09 ns
* CP Capture Type: output pin
* Share of cells above drive strength 1 at 0.386
* Kind of critical path: flip-flop to output pin
* Top achievable clock speed at 535 MHz
* Total gr overflow at 0
* Antenna violations before repair at 0
* Top FF cell, synth: dfrtp_1
* Root Buffer: clkbuf_8
* Post-synth ARST share at 1.00
* Clock buffer depth at 2
* Worst VDD drop at 545 uV
* Chip Height at 117 um
* Crit path depth at 4
* Distinct lib cells at 29
* R2R depth at 8
* Register area share after synthesis at 0.333
* Worst Setup Start Kind: flip-flop
* Worst Path Required at between 1.5 and 2 ns
* Crit-path cells: buf_4 -> nor2b_1 -> o31a_1 -> dlygate4sd2_1
* Critical path's slowest cell: dfrtp_2
* Synth warnings at 24
* Post-synth top cells: dfrtp_1, ha_1, buf_2, nand2_1
* Rel. slew slack at 0.739
* Global placer's final weighted congestion at 0.813
* Fin. Hold Viols at 0
* First-pass GRT wire length at between 8000 and 9000 um
* Finished Core Util at 0.336
* Cell taking the most area after synthesis: dfrtp_1
* CP peak stage delay at 0.44 ns
* Io pins at 46
* Clock latency (worst-skew pair) at about 0.26 ns
* CTS tree: built
* Max Slew Vio Count at 0
* Drt total wl at 5240 um
* R2r setup slk at 0.14 ns
* TritonCTS Buffers at 3
* Ys cells at 193
* Antenna cells at 0
* Max Cap Viol at 0
* Post-DP Area at 2470 um^2
* Cycle use final at 0.984
* PwrDens at 853 nW/um^2
* Residual DRC at 0
* Mapped Area at 1800 um^2
* Pre-antenna DRT Iters at 4
* Fin crit period at 1.87 ns
* CP Max Fanout at 4
* Fin area at slightly above 3000 um^2
* H-tree Lvls at 1
* Cell with the most instances after synthesis: dfrtp_1
* DR vias/cell at between 4 and 5
* Final setup violation count at 0
* Slew @ Worst Pin at between 0.3 and 0.4 ns
* HP Class: flip-flop to async pin
* Chip area at 13700 um^2
* Launch point of the critical path: c0.c0.d0.f3.q$_DFF_PP0_
* Buffers on Ports at 45
* Worst endpoint data arrival time at 1.49 ns
* Post-Syn Instances at 193
* R2R Path End: c0.c4.d0.f4.q$_DFF_PP0_
* GRT Util Overall at 0.0764
* Final clock skew at 0.00488 ns
* Vias in the first global route at 1768
* Final HPWL DP at 3380 um
* Starting density of the core at 0.196
* Die Span X at 117 um
* Antenna Nets Post-Route at 0
* CTS Sinks at 24
* Largest net degree at the start of global routing at 15
* Drt initial violations at 33
* CP delay by family, top: flip-flops
* CP bufs+invs at 2
* Cell area leaders: dfrtp_1, ha_1, xor2_1
* Log Warnings at 27
* Core footprint at 9200 um^2
* Area grow syn2layout at 71.7%
* Cell Rows at 35
* Synth top area share at 0.333
* Area reported by Yosys stat at 1800 um^2
* Lkg Pwr at 1.47 nW
* Syn avg cell area at 9.34 um^2
* CP endpoint: display10ms[3]
* DR WL/cell at 12.8 um
* EDFF count, synth at 0
* Synth Register Bits at 24
* Critical R2R Launch: c0.c0.d0.f0.q$_DFF_PP0_
* Unrepaired setup endpoints after global routing: true
what timing repair did:
item | in CTS | in global routing
setup buffers | 49 | 5
pin swaps | 13 | 12
resized | 81 | 41
endpoints found under the setup margin | 42 | 29
cloned | 2 | 0
kinds of logic after synthesis:
family	count (synthesis)	share of synthesized area
AND/OR/NAND/NOR	73	0.243
AND-OR/OR-AND	36	0.147
buffers and inverters	24	0.0646
flip-flops	24	0.333
XOR/XNOR	18	0.0875
adder cells (fa/ha/maj)	18	0.125
per-stage QoR:
step / cells / hold slack [ns] / setup WS, ns / power [mW] / setup TNS (ns)
finish: 409 / 0.447 / 0.0308 / 2.64 / 0
global route: 409 / 0.492 / -0.0512 / 2.87 / -0.0931
CTS: 405 / 0.454 / -0.0753 / 2.63 / -0.390
detailed placement: 350 / 0.353 / -0.543 / 1.78 / -12.26
global placement: 350 / 0.353 / -0.550 / 1.77 / -12.48
floorplan: 193 / 0.262 / 0.284 / 1.30 / 0
layout make-up:
| cell class | instances | area (um^2) |
|---|---|---|
| tap | 111 | 139 |
| sequential | 24 | 619 |
| clock buffer | 3 | 41.3 |
| inverter | 2 | 7.51 |
| clock inverter | 1 | 30.0 |
| multi-input combinational | 145 | 1110 |
| timing repair buffer | 123 | 1150 |
| fill | 908 | 6100 |
power breakdown:
group / switching (mW) / internal [mW] / total (mW)
combinational: 0.556 / 0.906 / 1.46
clock: 0.159 / 0.281 / 0.441
sequential: 0.118 / 0.621 / 0.738
total: 0.833 / 1.81 / 2.64
worst min path at each step:
stage                       start                       to  slack [ns]  cells after the start
4_1_cts   c0.c2.d0.f1.q$_DFF_PP0_  c0.c2.d0.f4.q$_DFF_PP0_        0.45                      2
5_1_grt   c0.c3.d0.f1.q$_DFF_PP0_  c0.c3.d0.f4.q$_DFF_PP0_        0.49                      2
6_report  c0.c2.d0.f4.q$_DFF_PP0_  c0.c2.d0.f4.q$_DFF_PP0_        0.45                      2
worst register-to-register path, stage by stage (launching register included):
cell and delay [ns]:
dfrtp_1 0.38, buf_4 0.14, nand4_1 0.18, buf_4 0.21, nor3_2 0.17, ha_2 0.19
ha_1 0.13, ha_1 0.15, xor2_1 0.15
per-layer routing:
layer  vias to the layer above  GRT usage  wire [um]
li1                        902          -          -
met1                       836     0.0986       2380
met2                        42      0.123       2350
met3                         0     0.0330        506
met4                         0    0.00329          0
met5                         -          0          0
cell usage in the layout (no fill, tap or decap), types with 4 or more instances in the layout:
cell type	instances
buf_4	51
buf_6	21
dlygate4sd2_1	19
ha_1	17
nand2_1	15
dfrtp_2	15
xor2_1	12
nand3_1	12
dlymetal6s2s_1	10
nor2b_1	9
dfrtp_1	9
clkbuf_2	8
xnor2_1	6
nand4bb_1	6
o31a_1	6
o21bai_1	6
nand4b_1	6
o311a_1	6
a21oi_1	6
or2b_1	5
or3_1	5
nor2_1	5
a21o_1	5
o21ai_1	4
clkdlybuf4s50_1	4
Power and IR drop assume default switching activity.
